## run.sh

```bash
#!/bin/bash
# OpenROAD 26Q1-2900-gdf79404cd8, Yosys 0.63+post, stock flow scripts
make -C /OpenROAD-flow-scripts/flow DESIGN_CONFIG=/design/flow/config.mk WORK_HOME=/design/flow/orfs finish
```

## config.mk

```make
export PLATFORM = sky130hd
export DESIGN_NAME = RAM
export DESIGN_NICKNAME = RAM
export VERILOG_FILES = /design/flow/design.v
export SDC_FILE = /design/flow/constraint.sdc
export NUM_CORES = 4
export LEC_CHECK = 1
export CORE_UTILIZATION = 50
```

## constraint.sdc

```tcl
current_design RAM

set clk_period 8.6
set clk_io_pct 0.2

create_clock -name clk0 -period $clk_period [get_ports {clk}]

set non_clock_inputs [all_inputs -no_clocks]
set_input_delay [expr $clk_period * $clk_io_pct] -clock clk0 $non_clock_inputs
set_output_delay [expr $clk_period * $clk_io_pct] -clock clk0 [all_outputs]
```

## design.v

```verilog
`timescale 1ns / 1ps
module RAM #( parameter DATA_WIDTH = 32, ADDRESS_WIDTH = 12, DEPTH = 20) (
    input wire                     clk,
    input wire                     wEn,
    input wire [ADDRESS_WIDTH-1:0] addr,
    input wire [DATA_WIDTH-1:0]    dataIn,
    output reg [DATA_WIDTH-1:0]    dataOut = 0,
    input wire                     newGame,
    input wire [5:0]               distance,
    input wire                     goActuator);
    reg[DATA_WIDTH-1:0] MemoryArray[0:DEPTH-1];
    integer i;
    initial begin
        for (i = 0; i < DEPTH; i = i + 1) begin
            MemoryArray[i] <= 0;
        end
    end
    always @(posedge clk) begin
        if(wEn) begin
            MemoryArray[addr] <= dataIn;
        end else begin
            dataOut <= MemoryArray[addr];
        end
        MemoryArray[0] <= {31'b0, newGame};
        MemoryArray[2] <= {31'b0, goActuator};
        if (distance != 0) begin
            MemoryArray[1] <= {26'b0, distance};
        end
    end
endmodule
```

==> qor.csv <==
stage;metric;value;unit
outcome;status;finished clean;
global_routing;GR Util met3;14.6;%
critical_path;Worst Path Max Fanout;46;
floorplanning;IO Pins;86;
global_routing;maximum number of pins on one net before global-route repair;100;
yosys;Synth Warn #;1;
yosys;Cell variety after synth;36;
layout;non-filler cells in the finished layout;2019;
clock_tree;Max Buffers Root-to-Sink;3;
routing;via count;11800;
floorplanning;Rows;78;
yosys;# Cells Yosys;1263;
clock_tree;CTS resizes;0;
routing;antenna fix cells;0;
final_timing;Fin Setup TNS;0;ns
clock_tree;CTS Hold Buffers Added;0;
global_routing;busiest grt layer;met1;
flow_run;OpenROAD warnings;32;
worst_hold_path;Hold WC Path Type;reg2reg;
placed_design;Placed Area;24800;µm²
critical_path;Startpoint Class;input port;
yosys;register share after synthesis;77.8;%
layout;final cell area excluding filler cells;26700;µm²
yosys;Synth async-reset ratio;0;%
placed_design;PortBufs;78;
layout;final core occ;58.5;%
yosys;Mapped Avg Cell Area;18.4;µm²
yosys;flip-flops with a built-in enable;582;
floorplanning;Die W;217;µm
global_routing;Total Routing Usage GR;24.9;%
clock_tree;CTS Buf Count;61;
final_timing;Worst-Margin Slew;0.969;ns
final_timing;max-slew violation count;0;
clock_tree;CTS tree;built;
yosys;Synth flops;610;
final_timing;fmax;234;MHz
floorplanning;FP Core Util;50.9;%
final_timing;Hold Vio Cnt, Final;0;
global_routing;GR Util met2;35.9;%
placed_design;dpl cells;1904;
routing;Antenna Nets Post-Route;0;
final_timing;worst rel slew slack;35.2;%
routing;final WL;51.2;mm
critical_path;Crit. End Element;register;
global_routing;antenna violations before repair;0;
yosys;synthesized area;23200;µm²
global_routing;first-pass GRT wire length;75.9;mm
final_timing;final hold slack;0.456;ns
clock_tree;clock latency at the later pin of the worst-skew pair;0.62;ns
floorplanning;area of the core;45600;µm²
power_and_ir_drop;Pleak;8.79;nW
yosys;Gate Count Post-Synth;1263;
layout;layout cells sized above 1;15.2;%
routing;DRT Pass-1 Iters;4;
yosys;Yosys chip area;23200;µm²
clock_tree;CTS clk-pin slew, worst paths;0.06;ns
clock_tree;clock sinks;610;
placed_design;final RePlAce weighted congestion;0.792;
final_timing;clk_skew;0.0156;ns
routing;Post-route DRC;0;
clock_tree;clock root buffer;clkbuf_16;
global_routing;GR Overflow Total;0;
placed_design;dpl hpwl;27.3;mm
power_and_ir_drop;PwrDens;226;nW/µm²
final_timing;Period Utilization, post-route;49.6;%
final_timing;minimum clock period after layout;4.27;ns
critical_path;CP arrival;4.59;ns
routing;1st-iter DRT viols;792;
critical_path;critical path's largest stage delay;0.68;ns
clock_tree;H-tree Lvls;2;
critical_path;critical path class;in2reg;
global_routing;met1 usage;37.0;%
clock_tree;setup bufs post-CTS;0;
layout;Area Overhead vs Synth;15.0;%
critical_path;crit path cell chain;buf_2 -> buf_4 -> nand4bb_2 -> buf_4 -> o22ai_1 -> a221oi_1 -> o21ai_1;
floorplanning;Die Y;217;µm
final_timing;RSZ-0062 raised after global routing;false;
global_routing;vias in the first global route;12300;
critical_path;Worst EP required;8.92;ns
routing;Avg Vias per Cell;5.83;
yosys;Main synth FF type;edfxtp_1;
critical_path;most frequent CP cell;buf_4;
flow_run;maxcap violations;0;
floorplanning;die area;47200;µm²
critical_path;slowest stage cell, crit path;buf_4;
power_and_ir_drop;peak supply drop;153;µV
final_timing;Final setup viols;0;
routing;post-DR wirelength/cell;25.3;µm
path summary, 6_finish.rpt:
check	from	to	slack [ns]	cells past startpoint
setup / recovery	addr[4]	dataOut[3]	4.33	7
hold / removal	MemoryArray[1][29]	MemoryArray[1][29]	0.46	2
setup reg to reg	MemoryArray[19][3]	dataOut[3]	6.84	3
hold reg to reg	MemoryArray[1][29]	MemoryArray[1][29]	0.46	2
critical path, delay by kind of cell:
family                 cells  cell delay [ns]
AND-OR/OR-AND              3             0.73
buffers and inverters      3             1.64
AND/OR/NAND/NOR            1             0.45
through the flow:
step | total power, mW | setup WS, ns
2_1_floorplan | 3.52 | 3.26
3_3_place_gp | 3.66 | 3.68
3_5_place_dp | 3.67 | 3.64
6_report | 6.01 | 4.33
5_1_grt | 6.21 | 4.12
4_1_cts | 6.07 | 4.29
power breakdown:
part | internal [mW] | total, mW | leakage, nW | switching, mW
Sequential | 3.30 | 3.31 | 5.51 | 0.00981
Combinational | 0.118 | 0.288 | 2.36 | 0.170
Clock | 1.36 | 2.41 | 0.912 | 1.05
Total | 4.78 | 6.01 | 8.79 | 1.23
flip-flops by register name (all words and copies together) (netlist names):
register,cells
MemoryArray,578
dataOut,32
per-layer routing:
| metal | wire length [µm] | vias up | part of all wire, % |
|---|---|---|---|
| met5 | 0 | - | 0 |
| met4 | 1020 | 0 | 2.0 |
| met3 | 6790 | 66 | 13 |
| met2 | 24400 | 570 | 48 |
| met1 | 19000 | 5817 | 37 |
| li1 | - | 5320 | - |
cell families (layout without fill, tap and decap cells):
kind of cell    Yosys count  count (layout)  synth area share (%)
compound gates          189             189                  5.17
mux                     255             255                  13.1
simple gates            131             131                  2.51
buf+inv                  78             234                  1.48
flops                   610             610                  77.8
Yosys cell counts, drive strengths merged (3+ instances only):
master	number	area, µm²
dfxtp	28	561
a221oi	30	263
buf	50	238
a21o	6	45.0
clkbuf	26	97.6
mux4	35	788
nand3b	4	30.0
mux2i	188	1880
mux2	32	360
o21ai	30	150
o22ai	92	576
nor2	46	175
nand3	3	15.0
edfxtp	582	17500
nand2	57	214
nor3	8	45.0
a21oi	27	135
layout by cell type (no fill, tap or decap), types with 2 or more instances in the layout:
cell type | synthesis | routed
inv_2 | 1 | 2
buf_4 | 1 | 38
clkbuf_1 | 26 | 12
inv_6 | 0 | 2
nand3_1 | 3 | 3
mux4_2 | 35 | 35
buf_12 | 0 | 2
a21o_1 | 6 | 6
nand3b_1 | 4 | 4
mux2i_1 | 188 | 188
dfxtp_1 | 28 | 28
a221oi_1 | 30 | 30
nor2_4 | 0 | 11
a21oi_1 | 27 | 27
mux2_2 | 32 | 32
nor2_1 | 45 | 34
o22ai_1 | 92 | 92
edfxtp_1 | 582 | 582
or3_1 | 2 | 2
clkinv_2 | 0 | 16
clkbuf_16 | 0 | 63
o21ai_1 | 30 | 30
nand2_1 | 57 | 57
clkinv_1 | 0 | 20
nand2b_1 | 2 | 2
nor3_2 | 1 | 7
or3b_1 | 2 | 2
clkdlybuf4s50_1 | 0 | 75
cell type report:
type / instances / area [µm²]
tap: 600 / 751
timing repair buffer: 117 / 1100
multi-input combinational: 575 / 4940
inverter: 2 / 7.51
clock buffer: 75 / 1620
clock inverter: 40 / 211
fill: 3264 / 18900
sequential: 610 / 18000
Power is estimated from default activity; no workload was simulated.
